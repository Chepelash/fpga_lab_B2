$ cat /design/flow/run.sh
#!/bin/bash
# OpenROAD 26Q1-2900-gdf79404cd8, Yosys 0.63+post, stock flow scripts
make -C /OpenROAD-flow-scripts/flow DESIGN_CONFIG=/design/flow/config.mk WORK_HOME=/design/flow/orfs finish
$ cat /design/flow/config.mk
export PLATFORM = sky130hd
export DESIGN_NAME = lifo_wrap
export DESIGN_NICKNAME = lifo_wrap
export VERILOG_FILES = /design/flow/design.v
export SDC_FILE = /design/flow/constraint.sdc
export NUM_CORES = 4
export LEC_CHECK = 1
export CORE_UTILIZATION = 40
$ cat /design/flow/constraint.sdc
current_design lifo_wrap

set clk_period 2.4
set clk_io_pct 0.2

create_clock -name clk0 -period $clk_period [get_ports {clk_i}]

set non_clock_inputs [all_inputs -no_clocks]
set_input_delay [expr $clk_period * $clk_io_pct] -clock clk0 $non_clock_inputs
set_output_delay [expr $clk_period * $clk_io_pct] -clock clk0 [all_outputs]
$ cat /design/flow/design.v
module lifo #(
  parameter DWIDTH = 8,
  parameter AWIDTH = 3
)(
  input                     clk_i,
  input                     srst_i,
  input                     wrreq_i,
  input                     rdreq_i,
  input        [DWIDTH-1:0] data_i,
  output logic              empty_o,
  output logic              full_o,
  output logic [AWIDTH:0]   usedw_o,
  output logic [DWIDTH-1:0] q_o  
);
logic              wren; 
logic [AWIDTH-1:0] rdpntr;
logic [AWIDTH-1:0] wrpntr;
ram_memory #(
  .DWIDTH   ( DWIDTH ),
  .AWIDTH   ( AWIDTH )
) ram_mem   (
  .clk_i    ( clk_i  ),
  .srst_i   ( srst_i ), 
  .wren_i   ( wren   ),   
  .rdpntr_i ( rdpntr ),
  .wrpntr_i ( wrpntr ),
  .data_i   ( data_i ),
  .q_o      ( q_o    )
);
pntr_logic    #(
  .AWIDTH      ( AWIDTH )
) pntr_logic_1 (
  .clk_i       ( clk_i   ),
  .srst_i      ( srst_i  ),
  .wrreq_i     ( wrreq_i ),
  .rdreq_i     ( rdreq_i ),
  .wren_o      ( wren    ),
  .rdpntr_o    ( rdpntr  ),
  .wrpntr_o    ( wrpntr  ),
  .empty_o     ( empty_o ),
  .full_o      ( full_o  ),
  .usedw_o     ( usedw_o )
);
endmodule
module lifo_wrap #(
  parameter DWIDTH = 8,
  parameter AWIDTH = 3
)
(
  input                     clk_i,
  input                     srst_i,
  input                     wrreq_i,
  input                     rdreq_i,
  input        [DWIDTH-1:0] data_i,
  output logic              empty_o,
  output logic              full_o,
  output logic [AWIDTH:0]   usedw_o,
  output logic [DWIDTH-1:0] q_o
);
logic              srst_i_wrap;
logic              wrreq_i_wrap;
logic              rdreq_i_wrap;
logic [DWIDTH-1:0] data_i_wrap;
logic              empty_o_wrap;
logic              full_o_wrap;
logic [AWIDTH:0]   usedw_o_wrap;
logic [DWIDTH-1:0] q_o_wrap;
lifo #(
  .DWIDTH  ( DWIDTH       ),
  .AWIDTH  ( AWIDTH       )
) lifo_1   (
  .clk_i   ( clk_i        ),
  .srst_i  ( srst_i_wrap  ),
  .wrreq_i ( wrreq_i_wrap ),
  .rdreq_i ( rdreq_i_wrap ),
  .data_i  ( data_i_wrap  ),
  .empty_o ( empty_o_wrap ),
  .full_o  ( full_o_wrap  ),
  .usedw_o ( usedw_o_wrap ),
  .q_o     ( q_o_wrap     )
);
always_ff @( posedge clk_i )
  begin
    srst_i_wrap  <= srst_i;
    wrreq_i_wrap <= wrreq_i;
    rdreq_i_wrap <= rdreq_i;
    data_i_wrap  <= data_i;
    empty_o      <= empty_o_wrap;
    full_o       <= full_o_wrap;
    usedw_o      <= usedw_o_wrap;
    q_o          <= q_o_wrap;
  end
endmodule 
module pntr_logic #(
  parameter AWIDTH = 4
)(
  input                     clk_i,
  input                     srst_i,
  input                     wrreq_i,
  input                     rdreq_i,
  output logic              wren_o,
  output logic [AWIDTH-1:0] rdpntr_o, 
  output logic [AWIDTH-1:0] wrpntr_o,
  output logic              empty_o,
  output logic              full_o,
  output logic [AWIDTH:0]   usedw_o
);
logic [AWIDTH-1:0] top;  
logic [AWIDTH-1:0] top_succ_wr;
logic [AWIDTH-1:0] top_succ_rd;
logic [AWIDTH-1:0] top_succ;
logic [AWIDTH-1:0] top_next;
logic [AWIDTH-1:0] rdpntr; 
logic [AWIDTH-1:0] wrpntr;
logic [AWIDTH:0]   usedw;
logic [AWIDTH:0]   usedw_next;
logic              empty;
logic              empty_next;
logic              full;
logic              full_next;
assign full_o   = full;
assign empty_o  = empty;
assign usedw_o  = usedw;
assign rdpntr_o = rdpntr;
assign wrpntr_o = wrpntr;
assign wren_o = wrreq_i & (~full_o);  
assign rdpntr = top - '1;
assign wrpntr = top;
always_ff @( posedge clk_i )
  begin
    if( srst_i )
      begin
        top   <= '0;
        empty <= '1;
        full  <= '0;
        usedw <= '0;
      end
    else
      begin
        top   <= top_next;
        empty <= empty_next;
        full  <= full_next;
        usedw <= usedw_next;
      end
  end
always_comb
  begin
    top_next    = top;
    top_succ_wr = top + '1;
    top_succ_rd = top - '1;
    empty_next = empty;
    full_next  = full;
    usedw_next = usedw;
    if( wrreq_i && !full)
      begin
        top_next   = top_succ_wr;
        usedw_next = usedw + 1'b1;
        empty_next = '0;
        if( top_succ_wr == '0 )
          full_next = '1;
      end
    else if( rdreq_i && !empty )
      begin
        top_next   = top_succ_rd;
        usedw_next = usedw - 1'b1;
        full_next  = '0;
        if( top_succ_rd == '0 )
          empty_next = '1;
      end
  end
endmodule
module ram_memory #(
  parameter DWIDTH = 8,
  parameter AWIDTH = 4
)(
  input                     clk_i,
  input                     srst_i, 
  input                     wren_i,   
  input        [AWIDTH-1:0] rdpntr_i,
  input        [AWIDTH-1:0] wrpntr_i,
  input        [DWIDTH-1:0] data_i,
  output logic [DWIDTH-1:0] q_o
);
(* ramstyle = "M10K, no_rw_check" *) logic [DWIDTH-1:0] mem [0:2**AWIDTH-1];
assign q_o = mem[rdpntr_i];
always_ff @( posedge clk_i )
  begin
    if( wren_i )
      mem[wrpntr_i] <= data_i;
  end
endmodule
==> qor.yml <==
p_leak_nw: 1.46
root_buffer: "clkbuf_8"
period_minus_slack_ps: 1940
ys_cells: 191
yosysTopAreaCell: "edfxtp_1"
fin_setup_tns_ps: 0
drive_gt1_frac: 0.225
grt_max_degree: 19
start_kind: "flip-flop"
worst-setup-path-type: "reg -> reg"
antenna_left: 0
top_area_frac: 0.541
cts.clk_slew.worst_paths_ps: 90
nFillCells: 718
syn2layout_area_growth_pct: 17.7
portBuffers: 25
status: "finished, final reports clean"
cts_setup_buffers: 0
core_mm2: 0.00864
grt-ovfl-total: 0
die-area_mm2: 0.00925
power.net_switching_mw: 0.865
synthTopCellsByArea: "edfxtp_1 (54%), dfxtp_1 (19%), mux4_2 (8.2%)"
swShare: 0.242
final_common_cell: "edfxtp_1"
worst_pin_slew_ps: 531
hpwl_um: 3430
viasPerCell: 4.85
pwr-share-seq: 0.567
ir_worst_vdd_uv: 298
ys_ff: 98
syn-mean-instance-area_um2: 18.6
antenna_found_initial: 0
pwr-share-clk: 0.267
routed_wl_um: 5370
cts_resized: 0
maxSlewViolCount: 0
clock_path_buffers: 2
arrival_ps: 2170
initCoreUtil: 0.411
max_freq_mhz: 516
ys_types: 37
clock_latency_ps: 360
lay_top_cells: "edfxtp_1 (64), dfxtp_1 (34), clkdlybuf4s50_1 (25)"
warnings: 28
die_h_um: 96.2
diodes: 0
crit_slowest_cell: "nor2b_1"
cp_max_fo: 9
cp-end-kind: "flip-flop"
whs_ps: 369
postSynthSeqShare: 0.733
grt_pass1_wl_um: 8440
synthCells: 191
cts_hold_buf: 0
drtIter0Drc: 62
p_int_mw: 2.71
wl_per_cell_um: 15.4
cp_cell_sequence: "nor2b_1, inv_4, ha_1, o21ai_0, nor4b_2, o21ai_0, nor3b_1"
cts_tree: "yes"
hold_class: "reg -> reg"
cts_buffers: 9
synthesis.area_mm2: 0.00355
ys_warn_count: 3
slew_headroom: 0.645
skew_ps: 11.6
worst_path_largest_cell_delay_ps: 450
timing.final.hold_violations: 0
row_count: 34
vias: 1689
power_density_mw_per_mm2: 855
place_congestion: 0.738
rsz0062_at_grt: "no"
crit_path_frequent_cell: "o21ai_0"
max_cap_viol_count: 0
crit_required_ps: 2630
fin_crit_sh: 0.808
yosys_area_mm2: 0.00355
cts_max_level: 3
drcViolationCount: 0
grt_pass1_vias: 1670
firstDrtPassIters: 4
io_pins: 26
combPwrFrac: 0.166
die_x_um: 96.2
grt_use_total: 0.137
setup_viol: 0
clock-sinks: 98
metrics by stage:
stage                     power (mW)  std cells  cell area [µm²]   util  setup slack (ps)
after CTS                       3.63        348             4180  0.484               467
after global routing            3.77        348             4180  0.484               361
after detailed placement        2.67        332             4000  0.463               506
after floorplan                 2.41        191             3550      -               363
after global placement          2.67        332             4000  0.463               536
final                           3.57        348             4180  0.484               461
worst max-delay path: cells and delay by family, from the launching register on:
kind,cells,cell delay (ps)
buf+inv,1,120
fa+ha+maj,1,340
flops,1,310
compound gates,2,220
simple gates,3,850
Yosys cell counts, drive strengths merged:
| library cell | number |
|---|---|
| a21o | 1 |
| a21oi | 2 |
| a221oi | 1 |
| a311o | 1 |
| a31oi | 2 |
| a32oi | 1 |
| and2b | 1 |
| and4bb | 1 |
| buf | 6 |
| clkbuf | 1 |
| dfxtp | 34 |
| edfxtp | 64 |
| ha | 6 |
| inv | 5 |
| mux2 | 7 |
| mux2i | 1 |
| mux4 | 16 |
| nand2 | 8 |
| nand2b | 1 |
| nand3 | 2 |
| nor2 | 12 |
| nor2b | 1 |
| nor3 | 5 |
| nor3b | 1 |
| nor4 | 2 |
| nor4b | 1 |
| o21ai | 2 |
| o21bai | 1 |
| xnor2 | 3 |
| xor2 | 2 |
cells by family (layout without fill, tap and decap cells):
kind of cell,Yosys count,after routing,share of synthesized area
flops,98,98,0.733
simple gates,35,35,0.0546
mux,24,24,0.133
buf+inv,12,61,0.0194
compound gates,11,11,0.0212
fa+ha+maj,6,6,0.0211
xor+xnor,5,5,0.0176
layout make-up:
cell class / count / area (µm²) / share of cell area
Inverter: 5 / 21.3 / 0.00509
Clock buffer: 10 / 128 / 0.0305
Timing Repair Buffer: 40 / 363 / 0.0868
Clock inverter: 6 / 51.3 / 0.0123
Multi-Input combinational cell: 81 / 878 / 0.210
Sequential cell: 98 / 2600 / 0.623
Tap cell: 108 / 135 / 0.0323
state kept, by name, summed over array words and instances (netlist names), 3 cells and up:
register and flops:
lifo_1.ram_mem.mem 64, data_i_wrap 8, q_o 8, lifo_1.pntr_logic_1.usedw 4
usedw_o 4, lifo_1.pntr_logic_1.top 3
power by group through the flow:
stage / logic (mW) / clock network [mW] / registers [mW]
CTS: 0.608 / 0.999 / 2.03
global route: 0.661 / 1.06 / 2.05
finish: 0.594 / 0.953 / 2.03
final timing paths:
| path | start | endpoint | slack (ps) | cells after the start |
|---|---|---|---|---|
| setup reg to reg | wrreq_i_wrap$_DFF_P_ | lifo_1.pntr_logic_1.usedw[3]$_SDFFE_PP0P_ | 460 | 7 |
| setup / recovery | wrreq_i_wrap$_DFF_P_ | lifo_1.pntr_logic_1.usedw[3]$_SDFFE_PP0P_ | 460 | 7 |
| hold reg to reg | lifo_1.pntr_logic_1.full$_SDFFE_PP0P_ | full_o$_DFF_P_ | 370 | 0 |
| hold / removal | lifo_1.pntr_logic_1.full$_SDFFE_PP0P_ | full_o$_DFF_P_ | 370 | 0 |
layer usage:
metal,wire (µm),up-vias,global-route usage
met3,461,8,0.0795
met2,2560,57,0.195
li1,-,821,-
met4,78,0,0.0187
met1,2270,803,0.201
met5,0,-,0.0179
Power figures rest on the tool's default switching activity, not on a simulated workload.
